--- flow/run.sh ---
#!/bin/bash
# OpenROAD 26Q1-2900-gdf79404cd8, Yosys 0.63+post, stock flow scripts
make -C /OpenROAD-flow-scripts/flow DESIGN_CONFIG=/design/flow/config.mk WORK_HOME=/design/flow/orfs finish
--- flow/config.mk ---
export PLATFORM = sky130hd
export DESIGN_NAME = GPR
export DESIGN_NICKNAME = GPR
export VERILOG_FILES = /design/flow/design.v
export SDC_FILE = /design/flow/constraint.sdc
export NUM_CORES = 4
export LEC_CHECK = 1
export CORE_UTILIZATION = 30
--- flow/constraint.sdc ---
current_design GPR

set clk_period 7.0
set clk_io_pct 0.2

create_clock -name clk0 -period $clk_period [get_ports {clk}]

set non_clock_inputs [all_inputs -no_clocks]
set_input_delay [expr $clk_period * $clk_io_pct] -clock clk0 $non_clock_inputs
set_output_delay [expr $clk_period * $clk_io_pct] -clock clk0 [all_outputs]
--- flow/design.v ---
module GPR(
    input [4:0] A1,
    input [4:0] A2,
    input [4:0] A3,
    input WE,
    input [31:0] WD,
    output[31:0] RD1,
    output[31:0] RD2,
    input clk,input reset);
    reg[31:0] mem[0:31];
	 wire RD1_sel;
	 wire RD2_sel;
	 initial
	   begin
    mem[0]=0;mem[1]=0;mem[2]=0;mem[3]=0;mem[4]=0;mem[5]=0;mem[6]=0;mem[7]=0;
    mem[8]=0;mem[9]=0;mem[10]=0;mem[11]=0;mem[12]=0;mem[13]=0;mem[14]=0;mem[15]=0;
    mem[16]=0;mem[17]=0;mem[18]=0;mem[19]=0;mem[20]=0;mem[21]=0;mem[22]=0;mem[23]=0;
    mem[24]=0;mem[25]=0;mem[26]=0;mem[27]=0;mem[28]=0;mem[29]=0;mem[30]=0;mem[31]=0;
      end 
	 assign RD1_sel=(WE&&A1==A3&&A1!=0)?1:0;
	 assign RD2_sel=(WE&&A2==A3&&A2!=0)?1:0;
	 mux_2_32bit rd1(.a(mem[A1]),.b(WD),.sel(RD1),.op(RD1_sel));
	 mux_2_32bit rd2(.a(mem[A2]),.b(WD),.sel(RD2),.op(RD2_sel));		
	  always @ (posedge clk)
    begin	
     if(WE==1&&A3!=0)
	      begin
			mem[A3]<=WD;
			end
	 end
endmodule
module mux_2_32bit(a,b,sel,op);
  input[31:0] a;
  input[31:0] b;
  output[31:0] sel;
  input op;
  reg[31:0] sel;
  always@ (op or a or b)
  begin
  case(op)
    1'b0: sel=a;
    1'b1: sel=b;
	  default: sel=a;
  endcase
  end
endmodule
module mux_3_32bit(a,b,c,sel,op);
  input[31:0] a;
  input[31:0] b;
  input[31:0] c;
  output[31:0] sel;
  input[1:0] op;
  reg[31:0] sel;
  always@ (op or a or b or c)
  begin
  case(op)
    'b00: sel=a;
    'b01: sel=b;
    'b10: sel=c;
	 default: sel=a;
  endcase
  end
endmodule
module mux_4_32bit(a,b,c,d,sel,op);
  input[31:0] a;
  input[31:0] b;
  input[31:0] c;
  input[31:0] d;
  output[31:0] sel;
  input[1:0] op;
  reg[31:0] sel;
  always@ (op or a or b or c or d)
  begin
  case(op)
    'b00: sel=a;
    'b01: sel=b;
    'b10: sel=c;
	 'b11:sel=d;
	 default: sel=a;
  endcase
  end
endmodule
module mux_3_5bit(a,b,c,sel,op);
  input[4:0] a;
  input[4:0] b;
  input[4:0] c;
  output[4:0] sel;
  input[1:0] op;
   reg[4:0] sel;
   always@ (op or a or b or c)
  begin
  case(op)
    'b00: sel=a;
    'b01: sel=b;
    'b10: sel=c;
	  default: sel=a;
  endcase
  end
 endmodule
module mux_2_5bit(a,b,sel,op);
  input[4:0] a;
  input[4:0] b;
  output[4:0] sel;
  input op;
  reg[4:0] sel;
  always@ (op or a or b)
  begin
  case(op)
    1'b0: sel=a;
    1'b1: sel=b;
	  default: sel=a;
  endcase
  end
endmodule
module mux_2_1bit(a,b,sel,op);
  input a;
  input b;
  output sel;
  input op;
  reg sel;
  always@ (op or a or b)
  begin
  case(op)
    1'b0: sel=a;
    1'b1: sel=b;
	  default: sel=a;
  endcase
  end
endmodule
==> flow_metrics.env <==
# implementation run metrics
export IMPL_track_usage_pct=19.8
export IMPL_post_route_min_period_ps=6280
export IMPL_critPathMostFrequentCell="clkdlybuf4s50_1"
export IMPL_dieWidth_um=399
export IMPL_area_growth_pct=16.3
export IMPL_wire_per_inst_um=30.8
export IMPL_cts_tree="yes"
export IMPL_finalSetupViolCount=0
export IMPL_power_density_nw_per_um2=248
export IMPL_endpoint_kind="primary output"
export IMPL_num_rows=145
export IMPL_cts_num_sinks=1024
export IMPL_postRouteAntennaNets=0
export IMPL_vias=26604
export IMPL_start_kind="input port"
export IMPL_pin_count=114
export IMPL_netlist_area_sq_um=47200
export IMPL_slowest_delay_ps=880
export IMPL_die_h_um=399
export IMPL_ys_cells=2357
export IMPL_vias_per_cell=5.65
export IMPL_fp_utilization_pct=30.2
export IMPL_first_pass_iters=5
export IMPL_ys_chip_area_sq_um=47200
export IMPL_ys_seq_share_pct=65.1
export IMPL_grt_pass1_wl_um=207000
export IMPL_cts_root_buf="clkbuf_16"
export IMPL_cap_violations=0
export IMPL_portBuffers=112
export IMPL_grt_max_degree=79
export IMPL_vdd_ir_drop_max_v=0.000197
export IMPL_cp_slowest_cell="clkdlybuf4s50_1"
export IMPL_h_tree_depth=3
export IMPL_initialDrtViolationCount=1628
export IMPL_ys_ff=1024
export IMPL_netlist_instances=2357
export IMPL_clockBufferDepth=3
export IMPL_drc_errors=0
export IMPL_antenna_found_initial=3
export IMPL_post_cts_resized=0
export IMPL_totalWireLength_um=145000
export IMPL_required_ps=5600
export IMPL_postCtsHoldBufs=0
export IMPL_drive_above_1_share_pct=32.3
export IMPL_path_clk_slew_ps=60
export IMPL_setup_tns_ps=0
export IMPL_diodes=0
export IMPL_core_area_sq_um=156000
export IMPL_avgSynthCellArea_sq_um=20.0
export IMPL_reg_top3="mem (1024)"
export IMPL_outcome="complete, no violations"
export IMPL_path_max_fanout=10
export IMPL_warning_count=27
export IMPL_largest_register="mem"
export IMPL_fmax_ghz=0.159
export IMPL_final_max_slew_viol_count=0
export IMPL_hpwlAfterDp_um=86400
export IMPL_cts_setup_buffers=0
export IMPL_chip_area_sq_um=159000
export IMPL_worst_slew_pin_slew_ps=971
export IMPL_synth_cell_types=42
export IMPL_yosys_warnings=2
export IMPL_path_class="input port to primary output"
export IMPL_gp_congestion=0.866
export IMPL_finish_utilization_pct=35.2
export IMPL_grt_setup_unrepaired="no"
export IMPL_hp_class="input port to register"
export IMPL_largest_register_ffs=1024
export IMPL_grt_pass1_vias=29062
export IMPL_grt_remaining_overflow=0
export IMPL_p_leak_nw=16.8
export IMPL_maxSlewHeadroom_pct=35.1
export IMPL_cp_cell_sequence="clkdlybuf4s50_1 -> nand2_1 -> a211oi_4 -> nand2b_2 -> buf_4 -> o221ai_1 -> clkdlybuf4s50_1"
export IMPL_finalHoldViolations=0
export IMPL_cts_buffers=111
export IMPL_arrival_ps=4880
export IMPL_finalClockPeriodUsage_pct=89.7
synthesized netlist by cell type:
library cell,instances,area (sq um)
edfxtp_1,1024,30700
nand3b_1,9,67.6
or3b_2,3,26.3
buf_2,91,455
or4_1,31,233
or3_1,2,12.5
buf_1,8,30.0
a22oi_1,1,7.51
o221ai_1,31,272
nand2_1,72,270
a21oi_1,3,15.0
o22ai_1,158,988
o31a_1,1,8.76
a221oi_1,62,543
or4b_2,1,10.0
nor2b_1,6,37.5
nor3_1,31,155
o31ai_1,1,7.51
nand2b_1,6,37.5
buf_6,30,338
o21ai_1,31,155
buf_4,7,52.6
mux2i_1,4,40.0
nor2_1,71,267
a211o_1,1,8.76
clkbuf_1,62,233
a211oi_1,1,7.51
buf_12,3,60.1
xnor2_1,8,70.1
or2_1,1,6.26
buf_8,1,15.0
and2_0,2,12.5
or2_0,1,6.26
mux4_2,432,9730
a211oi_2,2,25.0
inv_1,1,3.75
mux4_1,45,1180
o21ai_0,7,35.0
mux2_2,67,754
a22o_1,31,272
conb_1,1,3.75
nand3_1,7,35.0
worst paths after layout:
| check | cells after the start | endpoint | startpoint | slack, ps |
|---|---|---|---|---|
| min | 2 | mem[1][1] | WD[1] | 1530 |
| max | 7 | RD2[31] | A2[4] | 720 |
stage by stage:
step                hold slack, ps  cells  total power [mW]  instance area, sq um  setup slack [ps]
global route                  1530   4712              14.0                 54900               442
detailed placement            2250   4505              8.25                 51500               738
global placement              2250   4505              8.25                 51500               772
CTS                           1500   4712              13.7                 54900               718
floorplan                     1500   2388              7.68                 47400              2590
finish                        1530   4712              13.6                 54900               724
cell usage in the layout, fill, tap and decap left out, types with 8 or more instances in the layout:
cell type,count
mux4_2,432
buf_12,17
clkbuf_1,26
a221oi_1,62
clkinv_2,24
nand3b_1,9
nor2_4,32
buf_4,132
conb_1,32
mux2_2,67
a22o_1,31
or4_1,31
nor2_1,39
nor3_1,31
o21ai_1,31
clkbuf_16,112
clkinv_1,30
nand2_1,69
xnor2_1,8
o221ai_1,31
clkdlybuf4s50_1,106
o22ai_1,158
edfxtp_1,1024
mux4_1,45
logic make-up (layout without fill, tap and decap cells):
group	count (synthesis)	in the layout	share of synthesized area, %
AOI/OAI and AO/OA	330	330	4.96
xor gates and xnor gates	8	8	0.148
DFF	1024	1024	65.1
muxes	548	548	24.8
other	1	32	0.00794
and+or+nand+nor	243	243	2.49
buffers and inverters	203	469	2.51
worst max-delay path, delay by kind of cell:
family | cells | cell delay, ps
buffers and inverters | 3 | 1730
AND/OR/NAND/NOR | 2 | 770
AND-OR/OR-AND | 2 | 970
where the power goes:
| group | switching, mW | internal (mW) |
|---|---|---|
| registers | 0.0342 | 6.84 |
| logic | 0.680 | 0.559 |
| clock network | 2.38 | 3.11 |
per-layer routing:
metal / part of all wire, % / wire length, um / up-vias / global-route usage, %
li1: - / - / 10832 / -
met1: 32 / 46100 / 13502 / 21.7
met2: 46 / 66300 / 2016 / 28.8
met3: 20 / 28700 / 246 / 17.4
met4: 2.7 / 3910 / 8 / 4.34
met5: 0.050 / 72 / - / 0.333
layout make-up:
| type | instances | area, sq um |
|---|---|---|
| multi-input cells | 1161 | 15700 |
| clock buffers | 138 | 2900 |
| fillers | 14239 | 101000 |
| flip-flops and latches | 1024 | 30700 |
| repair buffers | 261 | 2470 |
| well taps | 2058 | 2570 |
| inverters | 1 | 3.75 |
| clock inverters | 69 | 502 |
No activity file was given, so power comes from the tool's default toggle rates.
